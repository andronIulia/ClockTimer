==> /design/flow/design.v <==
`timescale 1ns / 1ps
module display_hexa#(parameter width=4)
  (input [width-1:0] count_out, output [6:0] display);
  reg [6:0] conversie_hexa;
  always @* begin
    case(count_out)
      4'd0: conversie_hexa <= 7'b1000000;
      4'd1: conversie_hexa <= 7'b1111001;
      4'd2: conversie_hexa <= 7'b0100100;
      4'd3: conversie_hexa <= 7'b0110000;
      4'd4: conversie_hexa <= 7'b0011001;
      4'd5: conversie_hexa <= 7'b0010010;
      4'd6: conversie_hexa <= 7'b0000010;
      4'd7: conversie_hexa <= 7'b1111000;
      4'd8: conversie_hexa <= 7'b0000000;
      4'd9: conversie_hexa <= 7'b0011000;
      default: conversie_hexa <= 7'b1111111;
    endcase
  end
  assign display=conversie_hexa;
endmodule
module counter#(parameter width = 4,
                parameter MAX = 10)
  			   (input clk,input rst,input en,output carry_out, output [width-1:0] count_out);
  reg [width-1:0] count_ff,count_next;
  reg carry_ff, carry_next;
  assign count_out=count_ff;
  assign carry_out=carry_ff;
  always @* begin
    count_next = count_ff;
    carry_next = carry_ff; 
    if(en) begin
      if(count_ff == (MAX-2)) begin
        carry_next='b1;
      end
      if(count_ff == (MAX-1)) begin
	carry_next='b0;
        count_next = 'b0;
      end else begin
        count_next = count_ff+1'b1;
      end
    end
  end
  always @(posedge clk or posedge rst) begin
    if(rst) begin
      count_ff <= 'b0;
      carry_ff<='b0;
    end else begin
      count_ff <= count_next;
      carry_ff <= carry_next;
    end
  end
endmodule
module countere_cascadate
(input clk, rst, input valid, input fsm_reset, output [3:0] out1, out3, output [2:0] out2, out4);
  	wire en_carry,en_carry2,en_carry3,en3,en4,en_carry4,reset,valid2,valid3,valid4;
    assign reset=rst | fsm_reset;
    counter#(.width(4),.MAX(10)) counter_us(.clk(clk),.rst(reset),.en(valid),.count_out(out1),.carry_out(en_carry));
    assign valid2=en_carry&valid;
    counter#(.width(3),.MAX(6)) counter_zs(.clk(clk),.rst(reset),.en(valid2),.count_out(out2),.carry_out(en_carry2));
  	assign en3=en_carry & en_carry2;
    assign valid3=en3&valid;
    counter#(.width(4),.MAX(10)) counter_um(.clk(clk),.rst(reset),.en(valid3),.count_out(out3),.carry_out(en_carry3));
  	assign en4=en_carry&en_carry2&en_carry3;
    assign valid4=en4&valid;
    counter#(.width(3),.MAX(6)) counter_zm(.clk(clk),.rst(reset),.en(valid4),.count_out(out4),.carry_out(en_carry4));
endmodule
module clk_div#(parameter width = 4,
                parameter MAX = 10)
  			   (input clk,input rst,input en, output div_clk);
  localparam HALD_COUNT = (MAX-1)/2;
  reg [width-1:0] count_ff,count_next;
  reg drive_ff, drive_next;
  assign div_clk = drive_ff;
  always @* begin
    drive_next = drive_ff;
    count_next = count_ff;
    if(en) begin
      if(count_ff == (MAX-1)) begin
        drive_next = 1'b0;
        count_next = 'b0;
      end else begin
        count_next = count_ff+1'b1;
        if(count_ff < HALD_COUNT) begin
          drive_next = 1'b0;
        end else begin
          drive_next = 1'b1;
        end
      end
    end
  end
  always @(posedge clk or posedge rst) begin
    if(rst) begin
      drive_ff <= 1'b0;
      count_ff <= 'b0;  
    end else begin
      drive_ff <= drive_next;
      count_ff <= count_next;
    end
  end
endmodule
module fsm  
(input clk, input reset, input validare_fsm, input [2:0] optiune, 
output fsm_reset,output valid
);
reg [2:0] state_reg,state_next;
reg valid_reg, fsm_reset_reg;
reg valid_next, fsm_reset_next;
reg validare_fsm_reg, validare_fsm_next;
always @(posedge clk or posedge reset) begin
	if(reset) begin
		state_reg <= 3'b100;
		valid_reg <= 1'b0;
		fsm_reset_reg <= 1'b0;
		validare_fsm_reg <= 1'b1;
	end
	else begin
		state_reg <= state_next;
		valid_reg <= valid_next;
		fsm_reset_reg <= fsm_reset_next;
		validare_fsm_reg <= validare_fsm_next;
	end
end
always @* begin 
	state_next = state_reg;
	valid_next = valid_reg;
	fsm_reset_next = fsm_reset_reg;
	validare_fsm_next = validare_fsm;
	case(state_reg)
		3'b100:	begin
			valid_next = 1'b0;
			fsm_reset_next = 1'b0;
			state_next = 3'b000;
		end
		3'b000: begin
			if((validare_fsm_reg ^ validare_fsm) & (!validare_fsm)) begin 
			case(optiune)
				3'b001: state_next = 3'b001;
				3'b010: state_next = 3'b010;
				3'b011: state_next = 3'b011;
			endcase
			end
		end
		3'b001: begin
			valid_next = 1'b1;
			fsm_reset_next = 1'b0;
			state_next = 3'b000;
		end
		3'b010: begin
			valid_next = 1'b0;
			fsm_reset_next = 1'b0;
			state_next = 3'b000;
		end
		3'b011: begin
			valid_next = 1'b0;
			fsm_reset_next = 1'b1;
			state_next = 3'b000;
		end
	endcase
end
assign fsm_reset=fsm_reset_reg;
assign valid=valid_reg;
endmodule 
module debounce (input clk,rst,d, output q);  
  reg val_d1, val_d2, val_save;
  assign q = val_save;
  always @(posedge clk or posedge rst) begin
    if(rst) begin
      val_d1   <= 1'b0;
      val_d2   <= 1'b0;
      val_save <= 1'b0;
    end else begin
      val_d1 <= d;
      val_d2 <= val_d1;
      if(val_d2 == val_d1) begin
        val_save <= val_d1;
      end
    end
  end
endmodule
module top(input clk, rst,buton,input [2:0] optiune,
 output [6:0] display1, display2, display3, display4);
    wire [3:0] out1, out3;
	wire [2:0] out2, out4;
	wire new_clk, deb_clk;
	wire valid_c,fsm_reset_c;
	wire buton_valid;
  	clk_div#(.width(13),.MAX(5000)) divizor_50MHz_1Hz(.clk(clk),.rst(rst),.en(1'b1),.div_clk(new_clk));
	clk_div#(.width(19),.MAX(500000)) divizor_50MHz_100Hz(.clk(clk),.rst(rst),.en(1'b1),.div_clk(deb_clk));
	debounce deb(.clk(deb_clk),.rst(rst),.d(buton),.q(buton_valid));
	fsm fsm1(.clk(deb_clk),.reset(rst),.validare_fsm(buton_valid),.optiune(optiune),.valid(valid_c),.fsm_reset(fsm_reset_c));
	countere_cascadate countere(.clk(new_clk), .rst(rst), .valid(valid_c), .fsm_reset(fsm_reset_c),.out1(out1),.out2(out2),.out3(out3),.out4(out4));
    	display_hexa hex1(.count_out(out1), .display(display1));
    	display_hexa hex2(.count_out(out2), .display(display2));
    	display_hexa hex3(.count_out(out3), .display(display3));
    	display_hexa hex4(.count_out(out4), .display(display4));
endmodule
==> /design/flow/run.sh <==
#!/bin/bash
# OpenROAD 26Q1-2900-gdf79404cd8, Yosys 0.63+post, stock flow scripts
make -C /OpenROAD-flow-scripts/flow DESIGN_CONFIG=/design/flow/config.mk WORK_HOME=/design/flow/orfs finish
==> /design/flow/config.mk <==
export PLATFORM = sky130hd
export DESIGN_NAME = top
export DESIGN_NICKNAME = top
export VERILOG_FILES = /design/flow/design.v
export SDC_FILE = /design/flow/constraint.sdc
export NUM_CORES = 4
export LEC_CHECK = 1
export CORE_UTILIZATION = 40
==> /design/flow/constraint.sdc <==
current_design top

set clk_period 2.5
set clk_io_pct 0.2

create_clock -name clk0 -period $clk_period [get_ports {clk}]

set non_clock_inputs [all_inputs -no_clocks]
set_input_delay [expr $clk_period * $clk_io_pct] -clock clk0 $non_clock_inputs
set_output_delay [expr $clk_period * $clk_io_pct] -clock clk0 [all_outputs]
==> notes.md <==
Latest figures from synthesis and place and route.

0 antenna diodes ended up in the layout. Setup repair after global routing left no endpoint under its margin. The pre-placement core utilization is 0.4222.

The run finished with clean final reports. Post-CTS repair changed the size of 0 cells. The logic area is 1828 µm². Adding up every negative setup slack in the final design gives 0 ns. According to the timing report, the critical path is launched from divizor_50MHz_100Hz.count_ff[0]$_DFF_PP0_. The depth of the most critical reg-to-reg path is 6. Ranked by total cell area, the synthesized netlist is headed by sky130_fd_sc_hd__dfrtp_1 42%, sky130_fd_sc_hd__ha_1 8.8%, sky130_fd_sc_hd__o21ai_0 5.1%, sky130_fd_sc_hd__nor2_1 4.0%, sky130_fd_sc_hd__xnor2_1 3.7%. The cell area that synthesis handed to floorplanning was 3538 µm².

The number of buffers inserted for hold repair after clock tree synthesis is 0. After the first detailed-routing iteration, the DRC count stood at 77. In this run the remaining antenna-violating nets after routing total 0. After detailed routing, the met2 layer carries 2827 µm of wire.

The max-slew violation total from the final report is 0. The number of CTS-inserted buffers is 5. The peak per-stage delay on the critical path is 0.43 ns.

The cell with the largest stage delay on the worst path is sky130_fd_sc_hd__dfrtp_1. The critical path goes through ha_1, and3_1, nand4_1, nor4_2, buf_4, nor2_1. The data required time reported for the critical path is 2.66 ns. Power comes to 0.001001 W. The mean cell area of the mapped netlist is 9.461 µm². The latest clock arrival within the worst-skew pair is 0.28 ns. The share of layout cells above drive strength 1 is 0.06700. Post-route period utilization is reported as 0.6447.

The register with the most flip-flops in the layout has 19 of them. The hold violation count in the final report is 0. The total I/O pin count is 34. On the final layout, the worst clock skew is 0.004598 ns.

The vias after detailed routing is 2,653. The multiplexer area fraction after synthesis is 0.02369. For this block, wires on met1 add up to 3099 µm. The clock period minus final worst setup slack is 1.612 ns. The chip occupies 9227 µm². The via density per instance is 5.222.

The data arrival time of the critical path is 1.77 ns. Compared with the post-synthesis result, the final layout area differs by 14.85%. The number of enable-type register cells in the synthesized netlist is 0. Ranked by instance count, the synthesized netlist is headed by 60 x sky130_fd_sc_hd__dfrtp_1, 38 x sky130_fd_sc_hd__nor2_1, 36 x sky130_fd_sc_hd__o21ai_0, 28 x sky130_fd_sc_hd__nand2_1, 25 x sky130_fd_sc_hd__ha_1. The timer found 28 register pins that no clock reaches; their paths are not timed. The launching element type of the critical path is a flop. The adder-cell share of the synthesized area is 0.09123. The first global-routing pass estimated 11,010 µm of wire. The worst setup path is captured at a flop. Row generation in the floorplan step produced 33 rows. The routed length on met3 is 213 µm. Of the total synthesized cell area, the portion taken by XOR and XNOR cells is 0.05941. Of the total synthesized cell area, the portion taken by AND-OR and OR-AND cells is 0.1213. The number of instances on the worst hold path is 1. The tool flagged a number of max-cap violations equal to 0.

The maximum number of pins on one net before global-route repair is 26. The simple-gate portion of the synthesized area is 0.2199. The reg2reg setup slack is 0.89 ns.

The synthesis report gives the async set-or-reset register share as 1.000. 55 endpoints have no timing constraint. Static timing analysis puts the maximum clock frequency at 620.4 MHz. The tree is rooted in a sky130_fd_sc_hd__clkbuf_8. Measured along the y axis, the die boundary spans 96.06 µm.

Summed over all layers, the global routing overflow is 0. Across every metal layer, demand over resource in global routing totals 0.1522. The reg-to-reg critical path endpoint is divizor_50MHz_100Hz.drive_ff$_DFF_PP0_. The clock passes through at most 2 buffers.

In this run the worst path has a maximum fanout of 11. The count of fill cells added during filler insertion is 773. The total number of H-tree levels is 2. The post-detailed-routing wire length is 6207 µm. The CTS tree is yes.

The post-detailed-placement half-perimeter wirelength is 4518 µm. The register share after synthesis is 0.4392. The worst vdd rail ir drop is 0.3588 mV. The number of buffers inserted by port buffering is 33. For reference, the clock transition at the flip-flops on the worst setup and hold paths is 0.07 ns. The detailed-route wire length per cell is 12.22 µm. The leakage component of the power is 1.833 nW. Among all cell types in the netlist, the one instantiated most often is sky130_fd_sc_hd__dfrtp_1. The final report lists the setup-violating endpoint count as 0. The tightest min-delay check is of the flop to flop type. The script parses the final routing iteration and logs DRC violations as 0. Per the gpl log, the routability congestion estimate is 0.8606. The destination of the worst hold path is divizor_50MHz_1Hz.count_ff[0]$_DFF_PP0_. According to the floorplan report, the placeable core area is 8382 µm².

The register area is 1554 µm². The main logic family after synthesis is simple AND/OR/NAND/NOR gates. The number of global-route vias before repair was 2,401. The largest area contributor in the synthesized netlist is sky130_fd_sc_hd__dfrtp_1. The floorplan step set the die width to 96.06 µm. The distinct cell type count of the synthesized netlist is 50. The script computed a power per unit cell area of 246.2 nW/µm². The top layer used by detailed routing is met4.

The start point of the worst min-delay path is divizor_50MHz_1Hz.count_ff[0]$_DFF_PP0_. The top cell type's share of synthesized area is 0.4243. Warnings reported by Yosys during synthesis add up to 9. The cell count after synthesis came out at 374. Summing over the stages, the warning tally comes to 44. The main flop type after synthesis is sky130_fd_sc_hd__dfrtp_1. The cell total in the yosys stat output is 374. The number of search-and-repair iterations in the first detailed-routing pass is 5. In this run the critical register-to-register path is launched from divizor_50MHz_100Hz.count_ff[0]$_DFF_PP0_. The total setup buffers inserted after CTS is 0. The number of register bits inferred by synthesis is 62. The area of the synthesized netlist per yosys stat is 3538 µm². For reference, the most critical setup path is categorized as flop to flop.

The number of antenna violations at the first check in global routing is 0.
-- layout by cell type, fill, tap and decap left out, types with 4 or more instances in the layout --
cell type and count:
sky130_fd_sc_hd__nor2_1 38, sky130_fd_sc_hd__nand4_1 5, sky130_fd_sc_hd__mux2i_1 5, sky130_fd_sc_hd__dfrtp_1 60
sky130_fd_sc_hd__xor2_1 9, sky130_fd_sc_hd__clkdlybuf4s50_1 33, sky130_fd_sc_hd__a211oi_1 4, sky130_fd_sc_hd__a21o_1 5
sky130_fd_sc_hd__inv_1 23, sky130_fd_sc_hd__nor3_1 7, sky130_fd_sc_hd__clkbuf_8 6, sky130_fd_sc_hd__a21oi_1 17
sky130_fd_sc_hd__nand2_1 28, sky130_fd_sc_hd__nand3_1 14, sky130_fd_sc_hd__nand2b_1 4, sky130_fd_sc_hd__nor2b_1 5
sky130_fd_sc_hd__ha_1 25, sky130_fd_sc_hd__nor4_1 6, sky130_fd_sc_hd__a31oi_1 6, sky130_fd_sc_hd__o21ai_0 36
sky130_fd_sc_hd__xnor2_1 15, sky130_fd_sc_hd__and3_1 6
-- power breakdown --
part	switching [W]	internal, W
Combinational	0.0000228	0.0000130
Clock	0.000193	0.000222
Sequential	0	0.000550
Total	0.000215	0.000785
-- critical path: cells and delay by family, from the launching register on --
family | cells | cell delay (ns)
buffers and inverters | 1 | 0.23
adder cells (fa/ha/maj) | 1 | 0.24
AND/OR/NAND/NOR | 4 | 0.60
flip-flops | 1 | 0.43
-- cell families (layout without fill, tap and decap cells) --
kind of cell	Yosys count	in the layout
AND-OR/OR-AND	75	75
XOR/XNOR	24	24
adder cells (fa/ha/maj)	26	26
buffers and inverters	39	68
flip-flops	62	62
multiplexers	8	8
other	1	1
AND/OR/NAND/NOR	139	139
-- routing by layer --
metal	GRT usage	vias up
li1	-	1342
met1	0.2413	1242
met2	0.2429	60
met3	0.01606	9
met4	0.01368	0
met5	0	-
-- per-stage QoR --
stage               instances  cell area (µm²)    util  hold WS, ns  setup slack (ns)
global route              508             4064  0.4848       0.5203            0.7519
detailed placement        500             3973  0.4740       0.4794            0.9136
CTS                       508             4064  0.4848       0.4911            0.9080
finish                    508             4064  0.4848       0.4890            0.8881
global placement          500             3973  0.4740       0.4610            0.9633
floorplan                 374             3538       -       0.4455            0.9439
-- how the worst max path moves through the flow --
stage / endpoint / cells past startpoint / slack, ns
final: divizor_50MHz_100Hz.drive_ff$_DFF_PP0_ / 6 / 0.89
after global routing: divizor_50MHz_100Hz.drive_ff$_DFF_PP0_ / 6 / 0.75
after CTS: divizor_50MHz_1Hz.count_ff[8]$_DFF_PP0_ / 5 / 0.91
-- cell type report --
class | instances | area share
Inverter | 23 | 0.02124
Sequential cell | 62 | 0.3824
Multi-Input combinational cell | 273 | 0.4498
Clock buffer | 7 | 0.02124
Clock inverter | 1 | 0.001232
Tap cell | 105 | 0.03233
Timing Repair Buffer | 37 | 0.09175
No activity file was given, so power comes from the tool's default toggle rates.
