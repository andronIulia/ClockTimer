==> flow/design.v <==
module rom #(parameter DATA_SIZE=3,parameter ADDR_SIZE=4)
(input clk,rst,valid,
input [ADDR_SIZE-1:0] addr,  
output [DATA_SIZE-1:0] rd_data);
localparam idle = 3'b000 ;
localparam start = 3'b001;
localparam pauza = 3'b010 ;
localparam stop  = 3'b011;
reg [DATA_SIZE-1:0] mem [2**ADDR_SIZE-1:0];
reg [DATA_SIZE-1:0] rd_data_reg, rd_data_next;
always @(posedge clk) begin
    if(rst) begin
        rd_data_reg <= 0;
        mem[0]=idle;
        mem[1]=start;
        mem[2]=pauza;
        mem[3]=idle;
        mem[4]=start;
        mem[5]=stop;
        mem[6]=start;
        mem[7]=pauza;
        mem[8]=stop;
        mem[9]=idle;
        mem[10]=start;
        mem[11]=idle;
        mem[12]=idle;
        mem[13]=stop;
        mem[14]=start;
        mem[15]=pauza;
    end
    else begin
        rd_data_reg <= rd_data_next;
    end
end
always @* begin
    rd_data_next = rd_data_reg;
    if(valid)
        rd_data_next = mem[addr];
end
assign rd_data = rd_data_reg;
endmodule
==> flow/run.sh <==
#!/bin/bash
# OpenROAD 26Q1-2900-gdf79404cd8, Yosys 0.63+post, stock flow scripts
make -C /OpenROAD-flow-scripts/flow DESIGN_CONFIG=/design/flow/config.mk WORK_HOME=/design/flow/orfs finish
==> flow/config.mk <==
export PLATFORM = sky130hd
export DESIGN_NAME = rom
export DESIGN_NICKNAME = rom
export VERILOG_FILES = /design/flow/design.v
export SDC_FILE = /design/flow/constraint.sdc
export NUM_CORES = 4
export LEC_CHECK = 1
export CORE_AREA = 10 10 70 70
export DIE_AREA = 0 0 80 80
==> flow/constraint.sdc <==
current_design rom

set clk_period 1.0
set clk_io_pct 0.2

create_clock -name clk0 -period $clk_period [get_ports {clk}]

set non_clock_inputs [all_inputs -no_clocks]
set_input_delay [expr $clk_period * $clk_io_pct] -clock clk0 $non_clock_inputs
set_output_delay [expr $clk_period * $clk_io_pct] -clock clk0 [all_outputs]
==> PnR_summary.wiki <==
== Implementation results ==
{| class="wikitable"
! Metric !! Value
|-
| Total design power || 0.337 mW
|-
| Cell-by-cell trace of the critical path || dlygate4sd2_1
|-
| Maximum achievable frequency || 1050 MHz
|-
| CTS root buffer || sky130_fd_sc_hd__clkbuf_4
|-
| Clk_skew || 0 ns
|-
| H-tree levels || 1
|-
| Commonest non-fill, non-tap cells in the layout || 4 x sky130_fd_sc_hd__buf_4, 3 x sky130_fd_sc_hd__clkbuf_4, 3 x sky130_fd_sc_hd__dlygate4sd2_1, 3 x sky130_fd_sc_hd__clkdlybuf4s15_1
|-
| Synthesized area || 131 µm²
|-
| GRT Total Usage || 1.76%
|-
| Via-to-Cell Ratio || 2.00
|-
| Core ar. || 3420 µm²
|-
| Register bit total from synthesis || 2
|-
| CP peak stage delay || 0.30 ns
|-
| Startpoint class of the critical path || flip-flop
|-
| Setup CP Type || flip-flop to output pin
|-
| Final setup violation count || 0
|-
| Type of element capturing the critical path || output pin
|-
| Via count || 154
|-
| Maximum number of pins on one net before global-route repair || 5
|-
| Clk buf depth || 2
|-
| CTS clock-pin slew for the worst setup and hold paths || 0.03 ns
|-
| Post-Route Utilization || 9.30%
|-
| Required arrival time at the worst endpoint || 0.80 ns
|-
| Iteration tally of the first detailed-router pass || 3
|-
| Final hold violation count || 0
|-
| Number of buffers added on ports || 8
|-
| VDD IR-drop max || 0.000186 V
|-
| Largest register FFs || 2
|-
| Seq/Total Area, Yosys || 30.5%
|-
| Share of layout cells above drive strength 1 || 34.5%
|-
| Post-detail-place hpwl || 424 µm
|-
| Worst path top cell family by delay || flip-flops
|-
| Leakage power summed over all cells || 0.115 nW
|-
| Number of cells in the yosys synthesis report || 15
|-
| Avg Cell Area, Syn || 8.76 µm²
|-
| Post-synthesis instance total || 15
|-
| Final estimated routing congestion in global placement || 0.757
|-
| Number of clock buffers inserted by TritonCTS || 3
|-
| Clock insertion delay at the later pin of the skew report || 0.22 ns
|-
| Count of fill cells added during filler insertion || 399
|-
| Buffers & Inverters on Critical Path || 1
|-
| Initial antenna violation count || 2
|-
| Routed length per instance || 6.43 µm
|-
| Yosys chip area || 131 µm²
|-
| Dpl cells || 72
|-
| Final critical-path required period || 0.953 ns
|-
| Sinks on Clock Net || 2
|-
| Number of non-filler instances in the completed layout || 77
|-
| Area enclosed by the die boundary || 6400 µm²
|-
| Number of global-route vias before repair || 179
|-
| Crit-path slowest cell || sky130_fd_sc_hd__dfxtp_2
|-
| Number of DRC markers after the initial detailed-route iteration || 4
|-
| Pwr per Cell Area || 1060 nW/µm²
|-
| FP Util || 3.85%
|-
| TritonCTS clock tree || yes
|-
| Largest fanout on the critical path || 2
|-
| Buffer count from post-CTS setup fixing || 0
|-
| Status || completed
|-
| Post-route setup TNS || 0 ns
|-
| Io pins || 10
|-
| Max Slew Vio Count || 0
|-
| Total detailed-routing wirelength || 495 µm
|-
| Wire length of the first global-routing pass || 800 µm
|-
| Setup repair after global routing missed its margin || false
|-
| Max capacitance violation total || 0
|-
| Number of distinct library cell variants in the gate-level netlist after synthesis || 12
|-
| Yosys warnings || 2
|-
| Min-delay worst type || primary input to flip-flop
|-
| Cts hold-fix bufs || 0
|-
| Final period utilization || 95.3%
|-
| Die x size || 80 µm
|-
| Count of standard-cell rows || 21
|-
| Data arrival time of the critical path || 0.75 ns
|-
| GR Overflow Total || 0
|-
| Area Growth Syn to Fin || 142%
|-
| Worst-case hold slack || 0.456 ns
|-
| Most common cell after layout, fill and taps aside || sky130_fd_sc_hd__buf_4
|-
| DRC errors left || 0
|-
| Antenna viol nets, final || 0
|-
| Number of warning messages in the logs || 25
|-
| Die boundary height || 80 µm
|}
==> synthesized netlist by cell type <==
| master | n | area (µm²) |
|---|---|---|
| sky130_fd_sc_hd__dfxtp_1 | 2 | 40.0 |
| sky130_fd_sc_hd__nand2_1 | 2 | 7.51 |
| sky130_fd_sc_hd__nor2_1 | 2 | 7.51 |
| sky130_fd_sc_hd__a211oi_1 | 1 | 7.51 |
| sky130_fd_sc_hd__a311oi_2 | 1 | 15.0 |
| sky130_fd_sc_hd__buf_4 | 1 | 7.51 |
| sky130_fd_sc_hd__conb_1 | 1 | 3.75 |
| sky130_fd_sc_hd__nand4bb_1 | 1 | 11.3 |
| sky130_fd_sc_hd__o211ai_1 | 1 | 7.51 |
| sky130_fd_sc_hd__or3_1 | 1 | 6.26 |
| sky130_fd_sc_hd__xnor2_1 | 1 | 8.76 |
| sky130_fd_sc_hd__xor2_1 | 1 | 8.76 |
==> cell type report <==
| type | count | area (µm²) | area share (%) |
|---|---|---|---|
| tap | 46 | 57.6 | 18.1 |
| antenna | 2 | 5.00 | 1.57 |
| multi-input combinational | 12 | 83.8 | 26.4 |
| sequential | 2 | 42.5 | 13.4 |
| timing repair buffer | 12 | 106 | 33.5 |
| clock buffer | 3 | 22.5 | 7.09 |
==> metal layers <==
metal  vias up  global-route usage (%)  part of all wire [%]
met2         7                    1.85                    39
met1        63                    1.78                    41
met5         -                       0                     0
met4         0                   0.704                     0
met3         0                    2.50                    20
li1         84                       -                     -
==> path summary, 6_finish.rpt <==
check	from	to	slack [ns]	cells past startpoint
worst min-delay path	addr[1]	rd_data_reg[0]$_SDFFE_PP0P_	0.46	4
worst max register to register	rd_data_reg[1]$_SDFFE_PP0P_	rd_data_reg[1]$_SDFFE_PP0P_	0.33	2
worst max-delay path	rd_data_reg[0]$_SDFFE_PP0P_	rd_data[0]	0.05	1
worst min register to register	rd_data_reg[0]$_SDFFE_PP0P_	rd_data_reg[0]$_SDFFE_PP0P_	0.50	2
==> cell families (layout without fill, tap and decap cells) <==
logic type,count (synthesis),in the layout,share of synthesized area (%)
simple gates,6,6,24.8
compound gates,3,3,22.9
xor+xnor,2,2,13.3
flops,2,2,30.5
other cells,1,3,2.85
buf+inv,1,15,5.72
==> where the power goes <==
part           internal, mW  switching [mW]
registers            0.0878         0.00252
clock network         0.132          0.0444
logic                0.0461          0.0241
==> per-stage QoR <==
step                worst slack [ns]  cell area (µm²)
floorplan                     0.0905              131
global placement              -0.413              292
detailed placement            -0.439              292
CTS                           0.0309              312
global route                 0.00628              318
finish                        0.0468              318
==> worst reg2reg max path, cell delays in order (launching register included) <==
cell	delay (ns)
sky130_fd_sc_hd__dfxtp_2	0.31
sky130_fd_sc_hd__nor2_1	0.04
sky130_fd_sc_hd__a311oi_2	0.22
==> what timing repair did <==
| action | CTS | global route |
|---|---|---|
| pin swaps | 2 | 1 |
| gates resized | 10 | 1 |
| setup endpoints to repair | 4 | 2 |
No activity file was given, so power comes from the tool's default toggle rates.
